==> /design/flow/run.sh <==
#!/bin/bash
# OpenROAD 26Q1-2900-gdf79404cd8, Yosys 0.63+post, stock flow scripts
make -C /OpenROAD-flow-scripts/flow DESIGN_CONFIG=/design/flow/config.mk WORK_HOME=/design/flow/orfs finish
==> /design/flow/config.mk <==
export PLATFORM = sky130hd
export DESIGN_NAME = ascii_to_token
export DESIGN_NICKNAME = ascii_to_token
export VERILOG_FILES = /design/flow/design.v
export SDC_FILE = /design/flow/constraint.sdc
export NUM_CORES = 4
export LEC_CHECK = 1
export CORE_AREA = 10 10 84 84
export DIE_AREA = 0 0 94 94
==> /design/flow/constraint.sdc <==
current_design ascii_to_token

set clk_period 3.1
set clk_io_pct 0.2

create_clock -name clk0 -period $clk_period

set non_clock_inputs [all_inputs -no_clocks]
set_input_delay [expr $clk_period * $clk_io_pct] -clock clk0 $non_clock_inputs
set_output_delay [expr $clk_period * $clk_io_pct] -clock clk0 [all_outputs]
==> /design/flow/design.v <==
`timescale 1ns / 1ps
module ascii_to_token(
        input logic [7:0] input_ascii,
        output logic [6:0] output_token
    );
    always_comb
    begin
        if(input_ascii == 32) 
        begin
            output_token = 1;
        end 
        else if(input_ascii == 33)
        begin
            output_token = 2;
        end
        else if(input_ascii == 34)
        begin
            output_token = 3;
        end
        else if(input_ascii == 39)
        begin
            output_token = 4;
        end
        else if(input_ascii == 44)
        begin
            output_token = 5;
        end
        else if(input_ascii == 45)
        begin
            output_token = 6;
        end
        else if(input_ascii == 46)
        begin
            output_token = 7;
        end
        else if(input_ascii == 48)
        begin
            output_token = 8;
        end
        else if(input_ascii == 49)
        begin
            output_token = 9;
        end
        else if(input_ascii == 50)
        begin
            output_token = 10;
        end
        else if(input_ascii == 51)
        begin
            output_token = 11;
        end
        else if(input_ascii == 52)
        begin
            output_token = 12;
        end
        else if(input_ascii == 53)
        begin
            output_token = 13;
        end
        else if(input_ascii == 54)
        begin
            output_token = 14;
        end
        else if(input_ascii == 55)
        begin
            output_token = 15;
        end
        else if(input_ascii == 56)
        begin
            output_token = 16;
        end
        else if(input_ascii == 57)
        begin
            output_token = 17;
        end
        else if(input_ascii == 58)
        begin
            output_token = 18;
        end
        else if(input_ascii == 59)
        begin
            output_token = 19;
        end
        else if(input_ascii == 60)
        begin
            output_token = 20;
        end
        else if(input_ascii == 62)
        begin
            output_token = 21;
        end
        else if(input_ascii == 63)
        begin
            output_token = 22;
        end
        else if(input_ascii == 65)
        begin
            output_token = 23;
        end
        else if(input_ascii == 66)
        begin
            output_token = 24;
        end
        else if(input_ascii == 67)
        begin
            output_token = 25;
        end
        else if(input_ascii == 68)
        begin
            output_token = 26;
        end
        else if(input_ascii == 69)
        begin
            output_token = 27;
        end
        else if(input_ascii == 70)
        begin
            output_token = 28;
        end
        else if(input_ascii == 71)
        begin
            output_token = 29;
        end
        else if(input_ascii == 72)
        begin
            output_token = 30;
        end
        else if(input_ascii == 73)
        begin
            output_token = 31;
        end
        else if(input_ascii == 74)
        begin
            output_token = 32;
        end
        else if(input_ascii == 75)
        begin
            output_token = 33;
        end
        else if(input_ascii == 76)
        begin
            output_token = 34;
        end
        else if(input_ascii == 77)
        begin
            output_token = 35;
        end
        else if(input_ascii == 78)
        begin
            output_token = 36;
        end
        else if(input_ascii == 79)
        begin
            output_token = 37;
        end
        else if(input_ascii == 80)
        begin
            output_token = 38;
        end
        else if(input_ascii == 81)
        begin
            output_token = 39;
        end
        else if(input_ascii == 82)
        begin
            output_token = 40;
        end
        else if(input_ascii == 83)
        begin
            output_token = 41;
        end
        else if(input_ascii == 84)
        begin
            output_token = 42;
        end
        else if(input_ascii == 85)
        begin
            output_token = 43;
        end
        else if(input_ascii == 86)
        begin
            output_token = 44;
        end
        else if(input_ascii == 87)
        begin
            output_token = 45;
        end
        else if(input_ascii == 88)
        begin
            output_token = 46;
        end
        else if(input_ascii == 89)
        begin
            output_token = 47;
        end
        else if(input_ascii == 90)
        begin
            output_token = 48;
        end
        else if(input_ascii == 97)
        begin
            output_token = 49;
        end
        else if(input_ascii == 98)
        begin
            output_token = 50;
        end
        else if(input_ascii == 99)
        begin
            output_token = 51;
        end
        else if(input_ascii == 100)
        begin
            output_token = 52;
        end
        else if(input_ascii == 101)
        begin
            output_token = 53;
        end
        else if(input_ascii == 102)
        begin
            output_token = 54;
        end
        else if(input_ascii == 103)
        begin
            output_token = 55;
        end
        else if(input_ascii == 104)
        begin
            output_token = 56;
        end
        else if(input_ascii == 105)
        begin
            output_token = 57;
        end
        else if(input_ascii == 106)
        begin
            output_token = 58;
        end
        else if(input_ascii == 107)
        begin
            output_token = 59;
        end
        else if(input_ascii == 108)
        begin
            output_token = 60;
        end
        else if(input_ascii == 109)
        begin
            output_token = 61;
        end
        else if(input_ascii == 110)
        begin
            output_token = 62;
        end
        else if(input_ascii == 111)
        begin
            output_token = 63;
        end
        else if(input_ascii == 112)
        begin
            output_token = 64;
        end
        else if(input_ascii == 113)
        begin
            output_token = 65;
        end
        else if(input_ascii == 114)
        begin
            output_token = 66;
        end
        else if(input_ascii == 115)
        begin
            output_token = 67;
        end
        else if(input_ascii == 116)
        begin
            output_token = 68;
        end
        else if(input_ascii == 117)
        begin
            output_token = 69;
        end
        else if(input_ascii == 118)
        begin
            output_token = 70;
        end
        else if(input_ascii == 119)
        begin
            output_token = 71;
        end
        else if(input_ascii == 120)
        begin
            output_token = 72;
        end
        else if(input_ascii == 121)
        begin
            output_token = 73;
        end
        else if(input_ascii == 122)
        begin
            output_token = 74;
        end
        else if(input_ascii == 124)
        begin
            output_token = 75;
        end
        else
        begin
            output_token = 0;
        end
    end
endmodule
==> results.json <==
{
  "status": "finished clean",
  "gr-total-overflow": 0,
  "dr.first_iter.drc_count": 161,
  "ys_cells": 112,
  "power_mw": 0.131,
  "gr-usage-all-layers_pct": 6.09,
  "finalClockPeriodUsage_pct": 94.3,
  "drt-total-wl_um": 2800,
  "required_ns": 2.48,
  "path_buffers": 5,
  "antenna_cells": 0,
  "relSlewSlack_pct": 83.3,
  "grt_pass1_wl_um": 4550,
  "gp_congestion": 0.978,
  "hold_violations": 0,
  "grt_setup_unrepaired": "false",
  "io_pins": 15,
  "hpwlAfterDp_um": 2190,
  "hold_class": "primary input to output pin",
  "cp_slowest_cell": "clkdlybuf4s50_1",
  "portBuffers": 15,
  "layout_min_cycle_time_ns": 2.92,
  "crit_fanout": 9,
  "antenna_found_initial": 0,
  "avgSynthCellArea_um2": 5.99,
  "lay_top_cells": "buf_4 (34), nand2_1 (10), dlygate4sd2_1 (10), o21ai_0 (8), a21oi_1 (7)",
  "dr.pass1.iters": 4,
  "hold_buffers": 0,
  "detail-route-antenna-nets": 0,
  "nClkBuffers": 0,
  "die_h_um": 94,
  "syn2layout_area_growth_pct": 70.7,
  "postLayoutSetupSlackWorst_ns": 0.178,
  "slew_viol_final": 0,
  "crit_arrival_ns": 2.30,
  "grt_max_degree": 20,
  "num_rows": 26,
  "crit_top_cell": "buf_4",
  "ir_worst_vdd_mv": 0.0434,
  "cap_violations": 0,
  "p_leak_nw": 0.476,
  "first_global_vias": 906,
  "avgRoutedWirePerCell_um": 12.7,
  "drive_gt1_share_pct": 30.0,
  "flop_area_um2": 0,
  "routed_via_density": 4.56,
  "cts_setup_buffers": 0,
  "yosys.cell_types.count": 47,
  "end_kind": "output pin",
  "synthesis.area_um2": 671,
  "flops": 0,
  "fp.dieArea_mm2": 0.00884,
  "final_area_mm2": 0.00114,
  "crit_family": "buffers and inverters",
  "crit_type": "primary input to output pin",
  "power_density_mw_per_mm2": 115,
  "yosys-stat-area_um2": 671,
  "crit_chain": "dlygate4sd2_1 > buf_4 > buf_4 > nor2b_1 > buf_4 > a22oi_1 > o32ai_1 > clkdlybuf4s50_1",
  "placed_cell_area_mm2": 0.00112,
  "remaining_drc_errors": 0,
  "num_vias": 1004,
  "place_ws_ns": -0.280,
  "initCoreUtil_pct": 12.9,
  "setup_violations": 0,
  "design.core.area_mm2": 0.00520,
  "warnings": 32,
  "ys_seq_share_pct": 0,
  "synthCells": 112,
  "critical-path-max-stage-delay_ns": 0.52,
  "final_common_cell": "buf_4",
  "worst_pin_slew_ns": 0.247,
  "fp.dieW_um": 94,
  "fmax_mhz": 342,
  "cp-start-kind": "primary input",
  "yosysWarnings": 1
}
==> area by class of cell <==
cell class / instances / area (µm²)
fillers: 609 / 4060
multi-input cells: 94 / 618
repair buffers: 51 / 420
well taps: 70 / 87.6
inverters: 5 / 18.8
==> metrics by stage <==
stage / hold slack (ns) / util, % / TNS (ns) / cells
CTS: 1.97 / 21.9 / 0 / 220
global route: 2.00 / 22.0 / 0 / 220
finish: 1.92 / 22.0 / 0 / 220
floorplan: 1.39 / - / 0 / 112
global placement: 2.40 / 21.5 / -0.871 / 220
detailed placement: 2.42 / 21.5 / -0.916 / 220
==> cells by family (layout without fill, tap and decap cells) <==
logic type                Yosys count  count (layout)  share of synthesized area [%]
AOI/OAI and AO/OA                  47              47                           47.0
and+or+nand+nor                    45              45                           38.4
buffers and inverters              18              56                           11.9
xor gates and xnor gates            2               2                           2.61
==> cell usage after synthesis (all sizes together) (2+ instances only) <==
library cell,number,area [µm²]
nand2,10,37.5
o21ai,10,50.0
clkbuf,9,33.8
a21oi,8,40.0
a31oi,5,31.3
inv,5,18.8
nor2,5,18.8
buf,4,27.5
nand2b,4,25.0
nor3,4,20.0
a211oi,3,22.5
nand3,3,15.0
nand4b,3,26.3
nor2b,3,18.8
nor4,3,18.8
o31ai,3,22.5
a22oi,2,15.0
a2bb2oi,2,17.5
o22ai,2,12.5
or2,2,12.5
xnor2,2,17.5
==> tightest hold or removal path, cell delays in order <==
cell,delay (ns)
dlymetal6s2s_1,0.16
buf_4,0.19
a211o_1,0.13
dlygate4sd2_1,0.21
==> report_power, final <==
group / switching [mW] / leakage [nW] / total (mW) / internal, mW
clock network: 0 / 0 / 0 / 0
logic: 0.0652 / 0.476 / 0.131 / 0.0662
registers: 0 / 0 / 0 / 0
total: 0.0652 / 0.476 / 0.131 / 0.0662
==> worst paths after layout <==
check,start,to,slack [ns],cells after the start
setup / recovery,input_ascii[6],output_token[3],0.18,8
hold / removal,input_ascii[3],output_token[0],1.92,4
==> timing repair <==
item / 4_1_cts / 5_1_grt
pin swaps: 5 / 0
resized: 17 / 3
setup endpoints to repair: 6 / 2
==> per-layer routing <==
layer	share of wire, %	global-route usage, %	up-vias	routed length, µm
li1	-	-	513	-
met1	50	9.34	455	1390
met2	44	9.62	36	1240
met3	6.1	0.323	0	171
met4	0	0	0	0
met5	0	0	-	0
Power figures rest on the tool's default switching activity, not on a simulated workload.
